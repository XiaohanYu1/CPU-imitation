==> /design/flow/run.sh <==
#!/bin/bash
# OpenROAD 26Q1-2900-gdf79404cd8, Yosys 0.63+post, stock flow scripts
make -C /OpenROAD-flow-scripts/flow DESIGN_CONFIG=/design/flow/config.mk WORK_HOME=/design/flow/orfs finish
==> /design/flow/config.mk <==
export PLATFORM = sky130hd
export DESIGN_NAME = alu
export DESIGN_NICKNAME = alu
export VERILOG_FILES = /design/flow/design.v
export SDC_FILE = /design/flow/constraint.sdc
export NUM_CORES = 4
export LEC_CHECK = 1
export CORE_UTILIZATION = 30
export SYNTH_HDL_FRONTEND = slang
==> /design/flow/constraint.sdc <==
current_design alu

set clk_period 30.5
set clk_io_pct 0.2

create_clock -name clk0 -period $clk_period

set non_clock_inputs [all_inputs -no_clocks]
set_input_delay [expr $clk_period * $clk_io_pct] -clock clk0 $non_clock_inputs
set_output_delay [expr $clk_period * $clk_io_pct] -clock clk0 [all_outputs]
==> /design/flow/design.v <==
 module alu (
input clk, rst,
input [31:0] a, b,
input [3:0] alu_op,
output logic [31:0] out,
output logic N, Z, C, V
);
    always_comb begin : blockName
        case (alu_op)
        4'b0000: out = a + b;
        4'b0001: out = a - b;
        4'b0010: out = a * b;
        default: out = 32'b0;
        endcase
    end
  always_comb begin
    N = out[31];
    Z = (out == 32'b0);
    C = (alu_op == 4'b0000) ? (a + b < a) : (a - b > a);
    V = (alu_op == 4'b0000) ? ((~(a[31] ^ b[31]) & (a[31] ^ out[31]))) : ((a[31] ^ b[31]) & (a[31] ^ out[31]));
    end
endmodule
==> deck_impl_summary.md <==
Key Metrics from the Run

Outcome
  – Status: finished clean

Drt
  – Via density: 5.003
  – Diode count: 0
  – Residual DRC: 0
  – Post-DRT Antenna Nets: 0
  – Initial drt markers: 960
  – Routed len/inst: 21.37 um
  – Routed WL: 75480 um
  – Drt pass-1 iters: 5
  – Vias: 17670

STA
  – Tcrit/Tclk final: 0.7217
  – Fmax: 0.04543 GHz
  – Worst-margin pin slew: 0.8849 ns
  – Final Worst Setup Slack: 8.487 ns
  – Final Hold Violation Tally: 0
  – Setup TNS: 0 ns
  – RSZ-0062 raised after global routing: false
  – Rel. slew slack: 0.4061
  – Setup violators final: 0
  – Post-route minimum period: 22.01 ns
  – Final Slew Violations: 0

Critical path
  – Worst Setup Start Kind: input port
  – Worst Setup SP: b[5]
  – CP Max Fanout: 17
  – Critical path arrival: 15.91 ns
  – Crit-path most repeated cell: fa_1
  – Crit. End Element: output port
  – CP max stage cell: a311oi_1
  – Critical Path Max Stage Delay: 0.76 ns
  – Req. time, crit path: 24.40 ns
  – Crit path kind: input port to output port

Logic synthesis
  – Post-synthesis average cell area: 8.156 um^2
  – # Cells Yosys: 2547
  – Distinct lib cells used: 81
  – YS warnings: 0
  – Synthesized area: 0.02077 mm^2
  – Yosys chip area: 0.02077 mm^2
  – Cell count after synthesis: 2547
  – Register share after synthesis: 0

Finish
  – MI comb area: 0.01854 mm^2
  – Most frequent cells in the layout: inv_1, fa_1, nor2_1
  – Sequential Area: 0 um^2
  – Ratio of cells with drive above 1 in the final layout: 0.03345
  – Fill count: 7200
  – Layout area overhead: 10.52%
  – Clkbuf count: 0
  – Flops: 0
  – Most used logic cell in the final layout: inv_1

Run
  – Tool warnings: 66
  – Max Cap Viol: 0

Floorplanning
  – DIE HEIGHT: 265.1 um
  – Core footprint: 0.06859 mm^2
  – Die ar.: 0.07030 mm^2
  – Row Count: 96
  – Io pins: 106
  – Core utilization at floorplan: 0.3029
  – Die Span X: 265.1 um

Global routing
  – Antenna violations before repair: 1
  – Vias in the first global route: 18420
  – Largest net degree at the start of global routing: 43
  – GRT overflow: 0
  – Total GRT Usage: 0.2317
  – First-pass GRT wire length: 116000 um

Worst hold path
  – Hold Crit Class: input port to output port
  – Worst hold start: alu_op[0]

Placement
  – Detailed Place HPWL: 60740 um
  – Routability Congestion: 0.9920
  – Pre-CTS setup slack: 8.693 ns
  – Port Buf Inserts: 104

CTS
  – CTS hold repair buffers: 0
  – Post-CTS sizing: 0
  – Post-CTS setup buffers: 0
Yosys cell counts (9+ instances only):
cell type	instances	area [um^2]
a21oi_1	72	360.4
nand4_1	14	87.58
nand3_1	14	70.07
mux2i_1	14	140.1
buf_1	14	52.55
nor2_1	367	1378
nor3_1	28	140.1
and2_1	10	62.56
nor4_1	9	56.30
nand2_1	256	960.9
xor2_1	38	332.8
xnor2_1	117	1025
nand2b_1	18	112.6
nor2b_1	29	181.4
clkbuf_1	76	285.3
buf_2	9	45.04
o21ai_0	68	340.3
o21a_1	23	172.7
ha_1	247	3090
a211oi_1	21	157.7
a21o_1	32	240.2
fa_1	410	8208
o22ai_1	11	68.82
o21bai_1	12	90.09
clkinv_1	13	48.80
inv_1	464	1742
area by class of cell:
cell class,instances,area share
inverters,484,0.07913
multi-input cells,1959,0.8073
well taps,931,0.05074
repair buffers,158,0.06278
per-stage QoR:
stage	std cells	util	hold WS, ns	cell area, um^2
2_1_floorplan	2547	-	12.32	20770
3_3_place_gp	3532	0.3347	13.26	22960
3_5_place_dp	3532	0.3347	13.25	22960
4_1_cts	3532	0.3347	13.26	22960
5_1_grt	3532	0.3347	13.30	22960
6_report	3532	0.3347	13.25	22960
worst max-delay path, delay by kind of cell:
kind | cells | cell delay [ns]
buffers and inverters | 8 | 2.28
AOI/OAI and AO/OA | 7 | 2.24
xor gates and xnor gates | 1 | 0.26
adders and majority gates | 9 | 4.35
and+or+nand+nor | 4 | 0.69
per-layer routing:
| metal | wire [um] | track usage |
|---|---|---|
| met1 | 30110 | 0.3100 |
| met2 | 34070 | 0.3531 |
| met3 | 8411 | 0.09144 |
| met4 | 2897 | 0.06796 |
| met5 | 0 | 0 |
logic make-up after synthesis:
| family | after synthesis | synth area share |
|---|---|---|
| AOI/OAI and AO/OA | 343 | 0.1135 |
| and+or+nand+nor | 790 | 0.1627 |
| muxes | 14 | 0.006746 |
| buffers and inverters | 588 | 0.1078 |
| adders and majority gates | 657 | 0.5439 |
| xor gates and xnor gates | 155 | 0.06535 |
worst paths after layout:
path,cells past startpoint,end,slack (ns)
hold / removal,5,out[22],13.25
setup / recovery,29,Z,8.49
